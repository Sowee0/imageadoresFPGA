<file path="flow/config.mk">
export PLATFORM = sky130hd
export DESIGN_NAME = I2C_CCD_Config
export DESIGN_NICKNAME = I2C_CCD_Config
export VERILOG_FILES = /design/flow/design.v
export SDC_FILE = /design/flow/constraint.sdc
export NUM_CORES = 4
export LEC_CHECK = 1
export CORE_UTILIZATION = 50
</file>
<file path="flow/constraint.sdc">
current_design I2C_CCD_Config

set clk_period 8.7
set clk_io_pct 0.2

create_clock -name clk0 -period $clk_period [get_ports {iCLK}]

set non_clock_inputs [all_inputs -no_clocks]
set_input_delay [expr $clk_period * $clk_io_pct] -clock clk0 $non_clock_inputs
set_output_delay [expr $clk_period * $clk_io_pct] -clock clk0 [all_outputs]
</file>
<file path="flow/design.v">
module I2C_CCD_Config (	 
						iCLK,
						iRST_N,
						iUART_CTRL,
						iZOOM_MODE_SW,
						iEXPOSURE_ADJ,
						iEXPOSURE_DEC_p,
						I2C_SCLK,
						I2C_SDAT
						);
input			iCLK;
input			iRST_N;
input 			iUART_CTRL;
input 			iZOOM_MODE_SW;
output		I2C_SCLK;
inout		I2C_SDAT;
reg	[15:0]	mI2C_CLK_DIV;
reg	[31:0]	mI2C_DATA;
reg			mI2C_CTRL_CLK;
reg			mI2C_GO;
wire		mI2C_END;
wire		mI2C_ACK;
reg	[23:0]	LUT_DATA;
reg	[5:0]	LUT_INDEX;
reg	[3:0]	mSetup_ST;
input 		iEXPOSURE_ADJ;
input		iEXPOSURE_DEC_p;	
parameter   default_exposure       = 16'h0450;
parameter 	exposure_change_value	 	= 16'd50;
reg	[24:0]	combo_cnt;
wire		combo_pulse;
reg	[1:0]	izoom_mode_sw_delay;
reg	[3:0]	iexposure_adj_delay;
wire		exposure_adj_set;	
wire		exposure_adj_reset;
reg	[15:0]	senosr_exposure;
wire [23:0] sensor_start_row;
wire [23:0] sensor_start_column;
wire [23:0] sensor_row_size;
wire [23:0] sensor_column_size; 
wire [23:0] sensor_row_mode;
wire [23:0] sensor_column_mode;
assign sensor_start_row 		= iZOOM_MODE_SW ?  24'h010036 : 24'h010000;
assign sensor_start_column 		= iZOOM_MODE_SW ?  24'h020010 : 24'h020000;
assign sensor_row_size	 		= iZOOM_MODE_SW ?  24'h0303BF : 24'h03077F;
assign sensor_column_size 		= iZOOM_MODE_SW ?  24'h0404FF : 24'h0409FF;
assign sensor_row_mode 			= iZOOM_MODE_SW ?  24'h220000 : 24'h220011;
assign sensor_column_mode		= iZOOM_MODE_SW ?  24'h230000 : 24'h230011;
always@(posedge iCLK or negedge iRST_N)
	begin
		if (!iRST_N)
			begin
				iexposure_adj_delay <= 0;
			end
		else 
			begin
				iexposure_adj_delay <= {iexposure_adj_delay[2:0],iEXPOSURE_ADJ};		
			end	
	end
assign 	exposure_adj_set = ({iexposure_adj_delay[0],iEXPOSURE_ADJ}==2'b10) ? 1 : 0 ;
assign  exposure_adj_reset = ({iexposure_adj_delay[3:2]}==2'b10) ? 1 : 0 ;		
always@(posedge iCLK or negedge iRST_N)
	begin
		if (!iRST_N)
			senosr_exposure <= default_exposure;
		else if (exposure_adj_set|combo_pulse)
			begin
				if (iEXPOSURE_DEC_p)
					begin
						if ((senosr_exposure < exposure_change_value)||
							(senosr_exposure == 16'h0))
							senosr_exposure <= 0;
						else	
							senosr_exposure <= senosr_exposure - exposure_change_value;
					end		
				else
					begin
						if (((16'hffff -senosr_exposure) <exposure_change_value)||
							(senosr_exposure == 16'hffff))
							senosr_exposure <= 16'hffff;
						else
							senosr_exposure <= senosr_exposure + exposure_change_value;	
					end		
			end
	end			
always@(posedge iCLK or negedge iRST_N)
	begin
		if (!iRST_N)
			combo_cnt <= 0;
		else if (!iexposure_adj_delay[3])
			combo_cnt <= combo_cnt + 1;
		else
			combo_cnt <= 0;	
	end
assign combo_pulse = (combo_cnt == 25'h1fffff) ? 1 : 0;				
wire	i2c_reset;		
assign i2c_reset = iRST_N & ~exposure_adj_reset & ~combo_pulse ;
parameter	CLK_Freq	=	50000000;	 
parameter	I2C_Freq	=	20000;		 
parameter	LUT_SIZE	=	25;
always@(posedge iCLK or negedge i2c_reset)
begin
	if(!i2c_reset)
	begin
		mI2C_CTRL_CLK	<=	0;
		mI2C_CLK_DIV	<=	0;
	end
	else
	begin
		if( mI2C_CLK_DIV	< (CLK_Freq/I2C_Freq) )
		mI2C_CLK_DIV	<=	mI2C_CLK_DIV+1;
		else
		begin
			mI2C_CLK_DIV	<=	0;
			mI2C_CTRL_CLK	<=	~mI2C_CTRL_CLK;
		end
	end
end
I2C_Controller 	u0	(	.CLOCK(mI2C_CTRL_CLK),		 
						.I2C_SCLK(I2C_SCLK),		 
 	 	 	 	 	 	.I2C_SDAT(I2C_SDAT),		 
						.I2C_DATA(mI2C_DATA),		 
						.GO(mI2C_GO),      			 
						.END(mI2C_END),				 
						.ACK(mI2C_ACK),				 
						.RESET(i2c_reset)
					);
always@(posedge mI2C_CTRL_CLK or negedge i2c_reset)
begin
	if(!i2c_reset)
	begin
		LUT_INDEX	<=	0;
		mSetup_ST	<=	0;
		mI2C_GO		<=	0;
	end
	else if(LUT_INDEX<LUT_SIZE)
		begin
			case(mSetup_ST)
			0:	begin
					mI2C_DATA	<=	{8'hBA,LUT_DATA};
					mI2C_GO		<=	1;
					mSetup_ST	<=	1;
				end
			1:	begin
					if(mI2C_END)
					begin
						if(!mI2C_ACK)
						mSetup_ST	<=	2;
						else
						mSetup_ST	<=	0;							
						mI2C_GO		<=	0;
					end
				end
			2:	begin
					LUT_INDEX	<=	LUT_INDEX+1;
					mSetup_ST	<=	0;
				end
			endcase
		end
end
always
begin
	case(LUT_INDEX)
	0	:	LUT_DATA	<=	24'h000000;
	1	:	LUT_DATA	<=	24'h20c000;				 
	2	:	LUT_DATA	<=	{8'h09,senosr_exposure}; 
	3	:	LUT_DATA	<=	24'h050000;				 
	4	:	LUT_DATA	<=	24'h060019;				 
	5	:	LUT_DATA	<=	24'h0A8000;				 
  6  :  LUT_DATA  <=  24'h2B0033;         
  7  :  LUT_DATA  <=  24'h2C0135;         
  8  :  LUT_DATA  <=  24'h2D0339;         
  9  :  LUT_DATA  <=  24'h2E0033;         
	10	:	LUT_DATA	<=	24'h100051;				 
	11	:	LUT_DATA	<=	24'h111807;				 
	12	:	LUT_DATA	<=	24'h120002;				 
	13	:	LUT_DATA	<=	24'h100053;				 
	14	:	LUT_DATA	<=	24'h980000;				 
	15	:	LUT_DATA	<=	24'hA00000;				 
	16	:	LUT_DATA	<=	24'hA10000;				 
	17	:	LUT_DATA	<=	24'hA20FFF;				 
	18	:	LUT_DATA	<=	sensor_start_row 	;	 
	19	:	LUT_DATA	<=	sensor_start_column ;	 
	20	:	LUT_DATA	<=	sensor_row_size;		 
	21	:	LUT_DATA	<=	sensor_column_size;		 
	22	:	LUT_DATA	<=	sensor_row_mode;		 
	23	:	LUT_DATA	<=	sensor_column_mode;		 
	24	:	LUT_DATA	<=	24'h4901A8;				 
	default:LUT_DATA	<=	24'h000000;
	endcase
end
endmodule
module I2C_Controller (
	CLOCK,
	I2C_SCLK, 
 	I2C_SDAT, 
	I2C_DATA, 
	GO,       
	END,      
	ACK,       
	RESET
);
	input  CLOCK;
	input  [31:0]I2C_DATA;	
	input  GO;
	input  RESET;	
 	inout  I2C_SDAT;	
	output I2C_SCLK;
	output END;	
	output ACK;
reg SDO;
reg SCLK;
reg END;
reg [31:0]SD;
reg [6:0]SD_COUNTER;
wire I2C_SCLK=SCLK | ( ((SD_COUNTER >= 4) & (SD_COUNTER <=39))? ~CLOCK :0 );
wire I2C_SDAT=SDO?1'bz:0 ;
reg ACK1,ACK2,ACK3,ACK4;
wire ACK=ACK1 | ACK2 |ACK3 |ACK4;
always @(negedge RESET or posedge CLOCK ) begin
if (!RESET) SD_COUNTER=6'b111111;
else begin
if (GO==0) 
	SD_COUNTER=0;
	else 
	if (SD_COUNTER < 41) SD_COUNTER=SD_COUNTER+1;	
end
end
always @(negedge RESET or  posedge CLOCK ) begin
if (!RESET) begin SCLK=1;SDO=1; ACK1=0;ACK2=0;ACK3=0;ACK4=0; END=1; end
else
case (SD_COUNTER)
	6'd0  : begin ACK1=0 ;ACK2=0 ;ACK3=0 ;ACK4=0 ; END=0; SDO=1; SCLK=1;end
	6'd1  : begin SD=I2C_DATA;SDO=0;end
	6'd2  : SCLK=0;
	6'd3  : SDO=SD[31];
	6'd4  : SDO=SD[30];
	6'd5  : SDO=SD[29];
	6'd6  : SDO=SD[28];
	6'd7  : SDO=SD[27];
	6'd8  : SDO=SD[26];
	6'd9  : SDO=SD[25];
	6'd10 : SDO=SD[24];	
	6'd11 : SDO=1'b1; 
	6'd12  : begin SDO=SD[23]; ACK1=I2C_SDAT; end
	6'd13  : SDO=SD[22];
	6'd14  : SDO=SD[21];
	6'd15  : SDO=SD[20];
	6'd16  : SDO=SD[19];
	6'd17  : SDO=SD[18];
	6'd18  : SDO=SD[17];
	6'd19  : SDO=SD[16];
	6'd20  : SDO=1'b1; 
	6'd21  : begin SDO=SD[15]; ACK2=I2C_SDAT; end
	6'd22  : SDO=SD[14];
	6'd23  : SDO=SD[13];
	6'd24  : SDO=SD[12];
	6'd25  : SDO=SD[11];
	6'd26  : SDO=SD[10];
	6'd27  : SDO=SD[9];
	6'd28  : SDO=SD[8];
	6'd29  : SDO=1'b1; 
	6'd30  : begin SDO=SD[7]; ACK3=I2C_SDAT; end
	6'd31  : SDO=SD[6];
	6'd32  : SDO=SD[5];
	6'd33  : SDO=SD[4];
	6'd34  : SDO=SD[3];
	6'd35  : SDO=SD[2];
	6'd36  : SDO=SD[1];
	6'd37  : SDO=SD[0];
	6'd38  : SDO=1'b1; 
    6'd39 : begin SDO=1'b0;	SCLK=1'b0; ACK4=I2C_SDAT; end	
    6'd40 : SCLK=1'b1; 
    6'd41 : begin SDO=1'b1; END=1; end 
endcase
end
endmodule
</file>
<file path="flow/run.sh">
#!/bin/bash
# OpenROAD 26Q1-2900-gdf79404cd8, Yosys 0.63+post, stock flow scripts
make -C /OpenROAD-flow-scripts/flow DESIGN_CONFIG=/design/flow/config.mk WORK_HOME=/design/flow/orfs finish
</file>
==> job_summary.md <==
## Synthesis and layout report

| Metric | Value |
|---|---|
| Outcome | completed |
| # Cells Yosys | 296 |
| Layout cells sized above 1 | 9.272% |
| VDD IR-drop max | roughly 110 uV |
| Hpwl dp | 3161 um |
| Clock slew at reported path FFs | roughly 80 ps |
| Row Count | 27 |
| Final-report hold violation count | 0 |
| Post-Syn Area per Cell | 10.18 um^2 |
| Critical R2R Launch | combo_cnt[0] |
| Top cell area share | between 40% and 50% |
| Die Wd | 79.63 um |
| Setup Fix Bufs, Post-CTS | 0 |
| Worst path bufs/invs | 1 |
| Core footprint | 5642 um^2 |
| Worst path cell trace | a2111oi_0 -> or2_2 -> clkdlybuf4s50_1 |
| Yosys adder share | under 10% |
| Count of final setup violators | 0 |
| Post-synth cell types | 45 |
| Pwr dens | 140.1 nW/um^2 |
| CP required | slightly below 7000 ps |
| H-Tree Depth | 2 |
| Yosys aoi share | approximately 11% |
| Mapped Area | between 3000 and 4000 um^2 |
| Top cells, area | dfrtp_1 (47%), dfstp_2 (7.8%), xnor2_1 (5.2%), nor2_1 (3.6%), ha_1 (3.3%) |
| Clock Tree Buf Depth | 2 |
| Height of the die | roughly 80 um |
| Yosys synthesis chip area | 3013 um^2 |
| Cell count of the worst hold path | 0 |
| Final ANT Viol Nets | 0 |
| Largest net degree at the start of global routing | 37 |
| CTS tree | built |
| Number of enable flip-flop cells | 0 |
| Routability Congestion | 0.8342 |
| Count of unclocked register or latch pins | 19 |
| Worst Path Max Fanout | 21 |
| Starting Density | between 50% and 60% |
| Crit Path Category | reg -> out |
| Fin crit share | between 40% and 50% |
| Hold_sp | iexposure_adj_delay[0] |
| Hold Path Class | reg -> reg |
| Worst path arrival time | between 1500 and 2000 ps |
| Ports | 8 |
| Top non-seq family | simple AND/OR/NAND/NOR gates |
| Post-Synth XOR/XNOR Area | 6.977% |
| Drt first-iter violations | roughly 110 |
| Slew @ Worst Pin | 673.0 ps |
| Hold buffers post-CTS | 0 |
| Seq share, synth | a little over half |
| Top post-synthesis cells by count | dfrtp_1 (56), nor2_1 (29), nand2_1 (20) |
| Peak per-stage delay on the critical path | roughly 600 ps |
| Endpoints left unconstrained | 19 |
| Simple share | between 20 and 25% |
| # diodes | 0 |
| Worst rel slew slack | between 50% and 60% |
| Flops & latches, synth | roughly 65 |
| Total power | 0.4546 mW |
| Vias in the first global route | approximately 2,000 |
| Routed WL | around 4700 um |
| Number of remaining DRC errors | 0 |
| First-pass GRT wire length | approximately 9100 um |
| Depth of the most critical reg-to-reg path | 5 |
| All-Layer GR Usage | between 10% and 20% |
| Vias | 1,984 |
| Post-route setup TNS | 0 ps |
| Synth Instances | between 200 and 300 |
| Worst Hold Margin | 350.3 ps |
| R2R Setup Slk | 6430 ps |
| Max-cap violations | 0 |
| Fmax | 0.2742 GHz |
| Family with the most delay on the worst path | flip-flops |
| Wirelength per Cell | between 10 and 15 um |
| Die area | 6340 um^2 |
| Tool warnings | 32 |
| Mux frac, synth | less than 1% |
| Top-count cell post-synth | dfrtp_1 |
| # port buffers | 3 |
| Crit-path slowest cell | dfrtp_1 |
| Crit. End Element | output port |
| Root Buffer | clkbuf_8 |
| CTS buffer count | 5 |
| Vias per cell | 5.305 |
| Area grow syn2layout | 7.683% |
| Critical Path Start Type | flop |
| Initial antenna violation count | 0 |
| Worst Skew | approximately 11 ps |
| Yosys warnings | 3 |
| R2r endpoint | combo_cnt[24] |
| Slew Viols, Final | 0 |
| Post-synth ARST share | approximately 100% |
| GRT overflow | 0 |
| Yosys top cell by area | dfrtp_1 |
| Skew-Pair Late Insertion Delay | around 300 ps |
| Drt first pass iters | 4 |
| CP Depth | 3 |
| RSZ-0062 raised after global routing | false |
| Post_cts resized | 0 |
| Endpoint, Worst Hold | iexposure_adj_delay[1] |
| Leak | about 1.3 nW |
| Commonest flop | dfrtp_1 |
| Post-layout min period | approximately 3600 ps |
==> per-stage QoR <==
stage / utilization [%] / std cells / setup WS, ps / cell area, um^2
floorplan: - / 300 / 4922 / 3028
global placement: 55.51 / 367 / 5394 / 3132
detailed placement: 55.51 / 367 / 5352 / 3132
CTS: 57.51 / 374 / 5011 / 3244
global route: 57.51 / 374 / 4789 / 3244
finish: 57.51 / 374 / 5053 / 3244
==> cells in the final DEF, fill, tap and decap left out, drive strengths merged, types with 3 or more instances in the layout <==
cell	netlist	final
nor3	8	8
buf	2	3
nand2b	3	3
nor4	8	8
xor2	6	6
conb	1	5
dfrtp	56	56
dfstp	9	9
or4	10	10
nand2	20	20
o21ai	15	15
or3	7	7
o31ai	7	7
or2	3	3
clkbuf	9	6
ha	8	8
clkdlybuf4s50	0	3
nand4	7	7
nand3	18	18
nor2	29	29
inv	15	15
xnor2	18	18
a21oi	14	14
==> power breakdown <==
part           internal, mW  leakage [nW]  switching, mW
Sequential            0.264         0.852         0.0142
Combinational       0.00447         0.375         0.0110
Clock                0.0919        0.0573         0.0694
==> kinds of logic after synthesis <==
kind of cell | Yosys count
flops | 65
buf+inv | 26
fa+ha+maj | 8
simple gates | 119
mux | 1
xor+xnor | 24
compound gates | 52
other cells | 1
==> flip-flops by register name, indices dropped and copies added (netlist names), named ones only <==
name                 flops
combo_cnt               25
iexposure_adj_delay      4
mSetup_ST                2
LUT_INDEX                6
u0.END                   1
u0.SCLK                  1
mI2C_CLK_DIV            16
mI2C_CTRL_CLK            1
mI2C_GO                  1
u0.SD_COUNTER            7
==> worst max-delay path by stage <==
stage | start | endpoint | slack (ps)
CTS | mI2C_CTRL_CLK | I2C_SCLK | 5010
global route | mI2C_CTRL_CLK | I2C_SCLK | 4790
finish | mI2C_CTRL_CLK | I2C_SCLK | 5050
==> worst reg2reg max path, delay by kind of cell, from the launching register on <==
family          cells  cell delay, ps
flops               1             390
compound gates      1             150
fa+ha+maj           1             220
simple gates        3            1440
==> final cells by class <==
| type | instances | area (um^2) |
|---|---|---|
| multi-input combinational | 209 | 1295 |
| sequential | 65 | 1638 |
| timing repair buffer | 6 | 52.55 |
| tap | 72 | 90.09 |
| clock inverter | 1 | 30.03 |
| inverter | 15 | 56.30 |
| clock buffer | 6 | 82.58 |
| fill | 476 | 2397 |
==> metal layers <==
metal	wire (um)	part of all wire, %	GRT usage [%]	vias up
li1	-	-	-	1042
met1	2643	56	33.79	925
met2	1917	41	25.64	10
met3	86	1.8	2.784	7
met4	63	1.3	2.000	0
met5	0	0	0	-
Power is estimated from default activity; no workload was simulated.
